### flow/run.sh
#!/bin/bash
# OpenROAD 26Q1-2900-gdf79404cd8, Yosys 0.63+post, stock flow scripts
make -C /OpenROAD-flow-scripts/flow DESIGN_CONFIG=/design/flow/config.mk WORK_HOME=/design/flow/orfs finish
### flow/config.mk
export PLATFORM = sky130hd
export DESIGN_NAME = alu
export DESIGN_NICKNAME = alu
export VERILOG_FILES = /design/flow/design.v
export SDC_FILE = /design/flow/constraint.sdc
export NUM_CORES = 4
export LEC_CHECK = 1
export CORE_UTILIZATION = 30
### flow/constraint.sdc
current_design alu

set clk_period 25.8
set clk_io_pct 0.2

create_clock -name clk0 -period $clk_period

set non_clock_inputs [all_inputs -no_clocks]
set_input_delay [expr $clk_period * $clk_io_pct] -clock clk0 $non_clock_inputs
set_output_delay [expr $clk_period * $clk_io_pct] -clock clk0 [all_outputs]
### flow/design.v
package Pipe_Buf_Reg_PKG;
  typedef struct packed {
    logic [8:0]  Curr_Pc;
    logic [31:0] Curr_Instr;
  } if_id_reg;
  typedef struct packed {
    logic        ALUSrc;
    logic        MemtoReg;
    logic        RegWrite;
    logic        MemRead;
    logic        MemWrite;
    logic [1:0]  ALUOp;
    logic        Branch;
    logic [8:0]  Curr_Pc;
    logic [31:0] RD_One;
    logic [31:0] RD_Two;
    logic [4:0]  RS_One;
    logic [4:0]  RS_Two;
    logic [4:0]  rd;
    logic [31:0] ImmG;
    logic [2:0]  func3;
    logic [6:0]  func7;
    logic [31:0] Curr_Instr;
    logic	       Jalr;  
    logic	       Jal;  
    logic 	     Halt;  
    logic	       J_type;  
  } id_ex_reg;
  typedef struct packed {
    logic        RegWrite;
    logic        MemtoReg;
    logic        MemRead;
    logic        MemWrite;
    logic [31:0] Pc_Imm;
    logic [31:0] Pc_Four;
    logic [31:0] Imm_Out;
    logic [31:0] Alu_Result;
    logic [31:0] RD_Two;
    logic [4:0]  rd;
    logic [2:0]  func3;
    logic [6:0]  func7;
    logic [31:0] Curr_Instr;
    logic	       J_type;  
    logic	       Jalr;  
    logic	       Jal;  
  } ex_mem_reg;
  typedef struct packed {
    logic        RegWrite;
    logic        MemtoReg;
    logic [31:0] Pc_Imm;
    logic [31:0] Pc_Four;
    logic [31:0] Imm_Out;
    logic [31:0] Alu_Result;
    logic [31:0] MemReadData;
    logic [4:0]  rd;
    logic [31:0] Curr_Instr;
    logic	       J_type;  
    logic	       Jalr;  
    logic	       Jal;  
  } mem_wb_reg;
endpackage
`timescale 1ns / 1ps
module alu#(
        parameter DATA_WIDTH = 32,
        parameter OPCODE_LENGTH = 4
        )
        (
        input logic [DATA_WIDTH-1:0]    SrcA,
        input logic [DATA_WIDTH-1:0]    SrcB,
        input logic [OPCODE_LENGTH-1:0]    Operation,
        output logic[DATA_WIDTH-1:0] ALUResult
        );
        always_comb
        begin
            case(Operation)
            4'b0000:         
                    ALUResult = SrcA & SrcB;
            4'b0010:         
                    ALUResult = $signed(SrcA) + $signed(SrcB);
            4'b1000:         
                    ALUResult = (SrcA == SrcB) ? 1 : 0;
            default:
                    ALUResult = 0;
            endcase
        end
endmodule
==> PnR_summary.wiki <==
=== Physical design figures ===
{| class="wikitable"
! Metric !! Value
|-
| Status || complete, no violations
|-
| Pin count of the biggest net entering global routing || 19
|-
| Yosys cell count || approximately 290
|-
| Pwr dens || 20.3 nW/um^2
|-
| Placed Instance Area || approximately 3200 um^2
|-
| End point of the worst hold path || ALUResult[0]
|-
| Antenna violations before repair || 0
|-
| Area added between synthesis and finish || 51.0%
|-
| Hold Startpoint || Operation[1]
|-
| Cell with the biggest individual delay on the critical path || clkdlybuf4s50_1
|-
| Largest voltage drop on the vdd net || around 0.009 mV
|-
| Sum of buffers and inverters on the critical path || 3
|-
| Layout cell share with drive strength beyond 1 || under 10%
|-
| Total Die Area || ~7400 um^2
|-
| Top-level port count || about 100
|-
| Total routed wirelength || between 6 and 7 mm
|-
| Leading cell types by total area after synthesis || ha_1 19%, a22o_1 11%, xnor2_1 7.0%
|-
| Drc violations || 0
|-
| Floorplan row count || 30
|-
| Post-synthesis sequential area ratio || 0%
|-
| Upper clock frequency limit || approximately 0.074 GHz
|-
| Maximum fanout along the worst path || 4
|-
| Setup Viol. Count Final || 0
|-
| Gate count of the mapped netlist || slightly below 300
|-
| DR vias || 2514
|-
| Most frequent cells in the layout || 100 x clkdlybuf4s50_1, 32 x ha_1, 27 x a22o_1
|-
| Hold depth || 5
|-
| Critical Path End Type || primary output
|-
| Wire length of the first global-routing pass || ~11 mm
|-
| Arrival time at the worst endpoint || 8.38 ns
|-
| FP Core Util || 31.2%
|-
| GRT Total Usage || 17.1%
|-
| Worst-margin pin slew || 0.407 ns
|-
| Via count of the first global-routing pass || around 2200
|-
| Max Cap Viol || 0
|-
| Final RePlAce weighted congestion || between 0.8 and 0.9
|-
| Total Neg Setup Slack || 0 ns
|-
| Tally of unique sky130hd cells used after synthesis || between 50 and 60
|-
| OpenROAD warning count || 32
|-
| Count of antenna diodes in the layout || 0
|-
| Congestion Overflow GR || 0
|-
| Number of post-CTS setup repair buffers || 0
|-
| Placement Setup Slack || 12.25 ns
|-
| Most area-hungry cell type in the Yosys netlist || ha_1
|-
| Number of failing hold endpoints at the final stage || 0
|-
| Final instance area || 3220 um^2
|-
| Cell area after technology mapping || 2130 um^2
|-
| Per-cell routed wire length || between 10 and 15 um
|-
| Class of the tightest hold or removal check || input port to primary output
|-
| Core Region || 6830 um^2
|-
| Period utilisation layout || a little over half
|-
| Leakage || 1.23 nW
|-
| Registers || 0
|-
| Hold_buf cts || 0
|-
| Overall die height || around 86 um
|-
| Gates resized, CTS repair || 0
|-
| Area used by sequential logic in the layout || 0 um^2
|-
| Post-Route Hold Slack || between 10 and 15 ns
|-
| Worst Setup Slack, final || about 12 ns
|-
| Final min period || roughly 14 ns
|-
| Count of yosys warnings during synthesis || 1
|-
| Yosys top cell area share || between 10% and 20%
|-
| First-pass detailed-route iteration total || 6
|-
| Max-slew violations || 0
|-
| Placed wire-length estimate || 5.38 mm
|-
| Tally of buffers added on design ports || 100
|-
| Most common library cell in the layout ignoring fill and taps || clkdlybuf4s50_1
|-
| Iteration-0 DRC Markers || 120
|-
| # clk buffers || 0
|-
| Critical path data required time || about 21 ns
|-
| Vias per cell || 5.33
|-
| Mean area per synthesized cell || roughly 7.3 um^2
|-
| Relative slew slack || between 70 and 80%
|-
| Most used cell along the critical path || clkdlybuf4s50_1
|-
| Area figure in the yosys stat output || ~2100 um^2
|-
| Die boundary width || around 86 um
|-
| Antenna-violating nets left || 0
|-
| Worst setup path category || input port to primary output
|-
| Worst Setup Start Kind || input port
|-
| Cell Chain, Critical Path || clkdlybuf4s50_1, ha_1, fa_1, a211oi_2, o21bai_1, a211o_4, o41ai_4, inv_1, a31oi_1, xnor2_1, a22o_1, clkdlybuf4s50_1
|-
| RSZ-0062 raised after global routing || no
|-
| Cell family contributing the most delay on the critical path || AND-OR/OR-AND gates
|-
| Stage delay of the slowest cell on the critical path || 0.46 ns
|}
stage by stage:
stage	utilization, %	std cells	power, W
6_report	47.1	472	0.0000653
5_1_grt	47.1	472	0.0000720
4_1_cts	47.1	472	0.0000654
3_5_place_dp	47.1	472	0.0000649
3_3_place_gp	47.1	472	0.0000652
2_1_floorplan	-	291	0.0000422
report_power, final:
group	internal, W	leakage, nW	total [W]	switching (W)
Combinational	0.0000335	1.23	0.0000653	0.0000318
Sequential	0	0	0	0
Clock	0	0	0	0
cell families (layout without fill, tap and decap cells):
family	count (synthesis)	after routing	share of synthesized area [%]
adder cells (fa/ha/maj)	33	33	19.7
multiplexers	1	1	0.529
AND/OR/NAND/NOR	83	83	19.8
buffers and inverters	27	112	5.05
AND-OR/OR-AND	122	122	44.6
XOR/XNOR	25	25	10.3
cell type report:
| cell class | count | area [um^2] |
|---|---|---|
| fill | 710 | 3620 |
| multi-input combinational | 264 | 2030 |
| timing repair buffer | 104 | 1030 |
| tap | 96 | 120 |
| inverter | 8 | 30.0 |
per-layer routing:
layer	up-vias	track usage [%]	share of wire, %
met3	0	0.870	4.7
met2	75	26.5	42
met4	0	0	0
met5	-	0	0
li1	1300	-	-
met1	1139	28.0	54
synthesized netlist by cell type, drive strengths merged, types with 3 or more instances:
cell	number
xnor2	17
nand4	6
a21o	7
o21a	4
o21ai	22
a21boi	3
clkbuf	17
a22o	27
nor3	5
a31oi	5
nand2	22
a22oi	3
nor4	9
nand3	6
a211oi	5
ha	32
a21oi	28
and3	6
inv	8
o21bai	4
nor2	19
xor2	8
o211ai	3
how the worst max path moves through the flow:
stage | cells after the start | start | endpoint | slack [ns]
final | 12 | SrcA[0] | ALUResult[16] | 12.26
after global routing | 12 | SrcA[0] | ALUResult[28] | 12.08
after CTS | 12 | SrcA[0] | ALUResult[24] | 12.24
worst min-delay path, cell delays in order:
cell,delay [ns]
clkdlybuf4s50_1,0.51
nor4_1,0.07
nand4_1,0.09
nand2_1,0.06
clkdlybuf4s50_1,0.39
Power figures rest on the tool's default switching activity, not on a simulated workload.
