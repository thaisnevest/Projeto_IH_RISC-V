$ cat /design/flow/run.sh
#!/bin/bash
# OpenROAD 26Q1-2900-gdf79404cd8, Yosys 0.63+post, stock flow scripts
make -C /OpenROAD-flow-scripts/flow DESIGN_CONFIG=/design/flow/config.mk WORK_HOME=/design/flow/orfs finish
$ cat /design/flow/config.mk
export PLATFORM = sky130hd
export DESIGN_NAME = RegFile
export DESIGN_NICKNAME = RegFile
export VERILOG_FILES = /design/flow/design.v
export SDC_FILE = /design/flow/constraint.sdc
export NUM_CORES = 4
export LEC_CHECK = 1
export CORE_UTILIZATION = 30
$ cat /design/flow/constraint.sdc
current_design RegFile

set clk_period 9.3
set clk_io_pct 0.2

create_clock -name clk0 -period $clk_period [get_ports {clk}]

set non_clock_inputs [all_inputs -no_clocks]
set_input_delay [expr $clk_period * $clk_io_pct] -clock clk0 $non_clock_inputs
set_output_delay [expr $clk_period * $clk_io_pct] -clock clk0 [all_outputs]
$ cat /design/flow/design.v
package Pipe_Buf_Reg_PKG;
  typedef struct packed {
    logic [8:0]  Curr_Pc;
    logic [31:0] Curr_Instr;
  } if_id_reg;
  typedef struct packed {
    logic        ALUSrc;
    logic        MemtoReg;
    logic        RegWrite;
    logic        MemRead;
    logic        MemWrite;
    logic [1:0]  ALUOp;
    logic        Branch;
    logic [8:0]  Curr_Pc;
    logic [31:0] RD_One;
    logic [31:0] RD_Two;
    logic [4:0]  RS_One;
    logic [4:0]  RS_Two;
    logic [4:0]  rd;
    logic [31:0] ImmG;
    logic [2:0]  func3;
    logic [6:0]  func7;
    logic [31:0] Curr_Instr;
    logic	       Jalr;  
    logic	       Jal;  
    logic 	     Halt;  
    logic	       J_type;  
  } id_ex_reg;
  typedef struct packed {
    logic        RegWrite;
    logic        MemtoReg;
    logic        MemRead;
    logic        MemWrite;
    logic [31:0] Pc_Imm;
    logic [31:0] Pc_Four;
    logic [31:0] Imm_Out;
    logic [31:0] Alu_Result;
    logic [31:0] RD_Two;
    logic [4:0]  rd;
    logic [2:0]  func3;
    logic [6:0]  func7;
    logic [31:0] Curr_Instr;
    logic	       J_type;  
    logic	       Jalr;  
    logic	       Jal;  
  } ex_mem_reg;
  typedef struct packed {
    logic        RegWrite;
    logic        MemtoReg;
    logic [31:0] Pc_Imm;
    logic [31:0] Pc_Four;
    logic [31:0] Imm_Out;
    logic [31:0] Alu_Result;
    logic [31:0] MemReadData;
    logic [4:0]  rd;
    logic [31:0] Curr_Instr;
    logic	       J_type;  
    logic	       Jalr;  
    logic	       Jal;  
  } mem_wb_reg;
endpackage
`timescale 1ns / 1ps
module RegFile #(
    parameter DATA_WIDTH = 32,   
    parameter ADDRESS_WIDTH = 5,   
    parameter NUM_REGS = 32
) (
    input clk,   
    input rst,   
    input rg_wrt_en,   
    input  [ADDRESS_WIDTH-1:0] rg_wrt_dest,  
    input [ADDRESS_WIDTH-1:0] rg_rd_addr1,   
    input [ADDRESS_WIDTH-1:0] rg_rd_addr2,   
    input  [DATA_WIDTH-1:0] rg_wrt_data,  
    output logic [DATA_WIDTH-1:0] rg_rd_data1,   
    output logic [DATA_WIDTH-1:0] rg_rd_data2    
);
  integer i;
  logic [DATA_WIDTH-1:0] register_file[NUM_REGS-1:0];
  always @(negedge clk) begin
    if (rst == 1'b1) for (i = 0; i < NUM_REGS; i = i + 1) register_file[i] <= 0;
    else if (rst == 1'b0 && rg_wrt_en == 1'b1) begin
      register_file[rg_wrt_dest] <= rg_wrt_data;
    end
  end
  assign rg_rd_data1 = register_file[rg_rd_addr1];
  assign rg_rd_data2 = register_file[rg_rd_addr2];
endmodule
==> reports/metrics.csv <==
stage;metric;value;unit
power;power;0.01346;W
floorplanning;die_area;0.1891;mm2
power;p_int;0.009369;W
yosys;postSynthSeqShare;54.72;%
timing;tightest_slew;808.1;ps
power;power.share.clock;48.9;%
yosys;synth_area;0.05620;mm2
placed_design;place_area;0.06036;mm2
yosys;yosys_cells;4641;
global_routing;grt_pass1_vias;44840;
clock_network;clkTransAtPathRegs;30;ps
clock_network;numClockSinks;1024;
yosys;logic_family;multiplexers;
cells_and_area;drive_gt1_share;8.428;%
hold_path;hold_class;in2out;
timing;rsz0062_at_grt;false;
timing;setup_violations;0;
floorplanning;std_cell_rows;158;
clock_network;h-tree-depth;3;
power;power_frac_seq;40.8;%
yosys;syn_inst;4641;
setup_path;cpPeakStageDelay;530;ps
cells_and_area;fin_util;36.76;%
drt;ant_nets;0;
cells_and_area;finalInstanceArea;0.06831;mm2
power;p_sw_share;30.38;%
drt;first_iter_violations;2997;
yosys;mux_share;18.24;%
cells_and_area;reg_top3;register_file (1024);
setup_path;cp.required;7440;ps
clock_network;postCtsSetupRepairBufs;0;
cells_and_area;top_register;register_file;
global_routing;grt.total_usage;21.91;%
floorplanning;die_w;434.8;um
setup_path;cp_max_fo;2;
clock_network;clk_path_buf_depth;3;
setup_path;arrival;7400;ps
yosys;flop_cell;edfxtp_1;
yosys;ys.flops;1024;
setup_path;crit_type;reg2out;
setup_path;critPathSlowestCell;a31oi_1;
placed_design;gp_congestion;0.8839;
placed_design;dp_hpwl;114800;um
yosys;yosysWarnings;1;
power;p_leak;30.11;nW
setup_path;crit_path_end_kind;output pin;
yosys;synthArstFlopShare;0;%
global_routing;grt_pass1_wl;288100;um
drt;wl_per_cell;24.41;um
timing;slew_viol_final;0;
drt;routed_wl;200700;um
floorplanning;ios;114;
global_routing;grt_max_degree;83;
yosys;simple_gate_share;16.10;%
global_routing;antenna_found_initial;13;
power;vdd_drop_max;0.1610;mV
global_routing;grt.overflow.total;0;
floorplanning;die_y;434.8;um
setup_path;path_cells;mux2i_1, a22o_1, nor3_1, a31oi_1, nand3_1, clkdlybuf4s50_1;
placed_design;port_buffers;113;
timing;setup_tns;0;ps
clock_network;cts_buffers;112;
drt;vias;42090;
yosys;adder_share;0;%
yosys;syn_area_per_cell;12.11;um2
timing;hold-worst-slack;4891;ps
setup_path;cp-start-kind;flip-flop;
yosys;yosys.stat.chipArea;0.05620;mm2
yosys;synth_xor_xnor_area_share;0;%
cells_and_area;largest_reg_flops;1024;
power;p_sw;0.004088;W
drt;first_pass_iters;6;
run;drv_cap;0;
cells_and_area;area_growth;21.55;%
status;status;finished, final reports clean;
power;power_frac_comb;10.3;%
run;warning_count;1027;
clock_network;cts_tree;done;
floorplanning;coreArea;0.1858;mm2
timing;hold_viol_final;0;
yosys;ys_types;31;
drt;via_per_inst;5.121;
floorplanning;fp_util;30.24;%
hold_path;whs_path_depth;6;
clock_network;ctsRootBufferMaster;clkbuf_16;
drt;drcViolationCount;0;
yosys;edf_count;1024;
power;power_density;197.0;mW/mm2
timing;relSlewSlack;46.13;%
yosys;ys_sh_aoi;6.982;%
-- cell usage after synthesis, drive strengths merged, types with 4 or more instances --
cell	n	area, um2
nand3b	4	33.78
nor2	36	245.2
nand2	196	735.7
a31oi	64	400.4
nand2b	5	31.28
edfxtp	1024	30750
a22oi	192	1441
or2	34	212.7
nor2b	5	31.28
mux2i	1024	10250
a21oi	192	960.9
buf	179	1185
a22o	128	1121
nand3	194	975.9
and2	1026	6419
clkbuf	269	1040
nor3	64	320.3
-- critical path: cells and delay by family, from the launching register on --
| kind | cells | cell delay [ps] |
|---|---|---|
| AND/OR/NAND/NOR | 2 | 310 |
| multiplexers | 1 | 160 |
| flip-flops | 1 | 370 |
| buffers and inverters | 1 | 470 |
| AND-OR/OR-AND | 2 | 700 |
-- per-layer routing --
| metal | global-route usage (%) | up-vias | wire length (um) |
|---|---|---|---|
| met2 | 32.48 | 2416 | 92980 |
| met1 | 24.71 | 20170 | 71760 |
| met4 | 10.67 | 16 | 8465 |
| met5 | 1.411 | - | 316 |
| met3 | 13.64 | 469 | 27130 |
| li1 | - | 19020 | - |
-- what timing repair did --
action                     in CTS  in global routing
gates cloned                    0                  0
hold buffers                    0                  0
gates resized                   8                  2
pin swaps                       0                  0
setup endpoints to repair       8                  2
-- path summary, 6_finish.rpt --
check	startpoint	to	slack, ps
worst max-delay path	register_file[7][19]	rg_rd_data1[19]	40
worst min-delay path	rg_rd_addr1[1]	rg_rd_data1[19]	4890
-- metrics by stage --
step / cells / setup slack, ps
6_report: 8219 / 37.50
3_3_place_gp: 6979 / 334.3
2_1_floorplan: 4641 / 1118
4_1_cts: 8211 / 3.882
3_5_place_dp: 6979 / 342.4
5_1_grt: 8213 / 2.510
-- area by class of cell --
class	instances	area [um2]
timing repair buffer	306	3103
clock inverter	1119	5019
clock buffer	114	2853
antenna	8	20.02
multi-input combinational	3168	23460
tap	2480	3103
fill	17550	117500
sequential	1024	30750
-- power groups by stage --
| stage | logic (W) | registers (W) | clock network, W |
|---|---|---|---|
| CTS | 0.00137 | 0.00549 | 0.00677 |
| global route | 0.00145 | 0.00552 | 0.00727 |
| finish | 0.00138 | 0.00549 | 0.00658 |
-- cells in the final DEF, fill, tap and decap left out, types with 2 or more instances in the layout --
cell,instances
edfxtp_1,1024
diode_2,8
and2_1,1024
bufinv_16,24
nor2_1,2
a31oi_2,10
clkbuf_16,114
clkdlybuf4s50_1,111
clkinv_4,11
nand3_1,193
inv_1,1040
nand2_2,2
nand2b_2,4
or3b_4,2
clkinv_8,5
nand3b_1,3
and2_4,2
a22o_1,128
nor3_1,64
buf_8,2
a21oi_1,192
mux2i_1,1024
nor2_2,7
inv_4,6
nor2_8,2
buf_4,152
a22oi_1,192
a31oi_1,54
nor2b_4,4
clkinvlp_2,30
nand2_1,194
or2_2,34
inv_6,2
nor2_4,25
buf_12,41
-- cell families (layout without fill, tap and decap cells) --
| logic type | Yosys count | count (layout) |
|---|---|---|
| AND-OR/OR-AND | 576 | 576 |
| buffers and inverters | 449 | 1539 |
| other | 0 | 8 |
| multiplexers | 1024 | 1024 |
| AND/OR/NAND/NOR | 1568 | 1568 |
| flip-flops | 1024 | 1024 |
Power and IR drop assume default switching activity.
