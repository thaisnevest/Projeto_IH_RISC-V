### ./run.sh
#!/bin/bash
# OpenROAD 26Q1-2900-gdf79404cd8, Yosys 0.63+post, stock flow scripts
make -C /OpenROAD-flow-scripts/flow DESIGN_CONFIG=/design/flow/config.mk WORK_HOME=/design/flow/orfs finish
### ./config.mk
export PLATFORM = sky130hd
export DESIGN_NAME = imm_Gen
export DESIGN_NICKNAME = imm_Gen
export VERILOG_FILES = /design/flow/design.v
export SDC_FILE = /design/flow/constraint.sdc
export NUM_CORES = 4
export LEC_CHECK = 1
export CORE_AREA = 10 10 70 70
export DIE_AREA = 0 0 80 80
### ./constraint.sdc
current_design imm_Gen

set clk_period 5.1
set clk_io_pct 0.2

create_clock -name clk0 -period $clk_period

set non_clock_inputs [all_inputs -no_clocks]
set_input_delay [expr $clk_period * $clk_io_pct] -clock clk0 $non_clock_inputs
set_output_delay [expr $clk_period * $clk_io_pct] -clock clk0 [all_outputs]
### ./design.v
package Pipe_Buf_Reg_PKG;
  typedef struct packed {
    logic [8:0]  Curr_Pc;
    logic [31:0] Curr_Instr;
  } if_id_reg;
  typedef struct packed {
    logic        ALUSrc;
    logic        MemtoReg;
    logic        RegWrite;
    logic        MemRead;
    logic        MemWrite;
    logic [1:0]  ALUOp;
    logic        Branch;
    logic [8:0]  Curr_Pc;
    logic [31:0] RD_One;
    logic [31:0] RD_Two;
    logic [4:0]  RS_One;
    logic [4:0]  RS_Two;
    logic [4:0]  rd;
    logic [31:0] ImmG;
    logic [2:0]  func3;
    logic [6:0]  func7;
    logic [31:0] Curr_Instr;
    logic	       Jalr;  
    logic	       Jal;  
    logic 	     Halt;  
    logic	       J_type;  
  } id_ex_reg;
  typedef struct packed {
    logic        RegWrite;
    logic        MemtoReg;
    logic        MemRead;
    logic        MemWrite;
    logic [31:0] Pc_Imm;
    logic [31:0] Pc_Four;
    logic [31:0] Imm_Out;
    logic [31:0] Alu_Result;
    logic [31:0] RD_Two;
    logic [4:0]  rd;
    logic [2:0]  func3;
    logic [6:0]  func7;
    logic [31:0] Curr_Instr;
    logic	       J_type;  
    logic	       Jalr;  
    logic	       Jal;  
  } ex_mem_reg;
  typedef struct packed {
    logic        RegWrite;
    logic        MemtoReg;
    logic [31:0] Pc_Imm;
    logic [31:0] Pc_Four;
    logic [31:0] Imm_Out;
    logic [31:0] Alu_Result;
    logic [31:0] MemReadData;
    logic [4:0]  rd;
    logic [31:0] Curr_Instr;
    logic	       J_type;  
    logic	       Jalr;  
    logic	       Jal;  
  } mem_wb_reg;
endpackage
`timescale 1ns / 1ps
module imm_Gen (
    input  logic [31:0] inst_code,
    output logic [31:0] Imm_out
);
  always_comb
    case (inst_code[6:0])
      7'b0010011:  
       if(inst_code[30] && inst_code[14])  
	      Imm_out = {inst_code[24] ? 27'hFFFFF: 27'b0, inst_code[24:20]};  
       else
        Imm_out = {inst_code[31] ? 20'hFFFFF : 20'b0, inst_code[31:20]};
      7'b0110111:  
      Imm_out = {inst_code[31:12], 12'b0}; 
      7'b0000011:   
      Imm_out = {inst_code[31] ? 20'hFFFFF : 20'b0, inst_code[31:20]};
      7'b0100011:   
      Imm_out = {inst_code[31] ? 20'hFFFFF : 20'b0, inst_code[31:25], inst_code[11:7]};
      7'b1101111:   
	    Imm_out = {
        inst_code[31] ? 12'h7FFFF : 11'b0,
	      inst_code[31],
        inst_code[19:12],
        inst_code[20],
        inst_code[11],
        inst_code[30:21],
	      1'b0
      };
      7'b1100111:   
	    Imm_out = {inst_code[31] ? 20'hFFFF : 20'b0, inst_code[31:20]};
      7'b1100011:   
      Imm_out = {
        inst_code[31] ? 19'h7FFFF : 19'b0,
        inst_code[31],
        inst_code[7],
        inst_code[30:25],
        inst_code[11:8],
        1'b0
      };
      default: Imm_out = {32'b0};
    endcase
endmodule
==> impl_summary.log <==
[flow] final metrics
[metrics] outcome: completed
[metrics] distinct cell type count after synthesis: 31
[metrics] most common library cells after synthesis: 13 x a221o_1, 9 x a21o_1, 7 x a22o_1
[metrics] CP cell instances: clkdlybuf4s50_1 -> nor2_4 -> nand4_4 -> o21ai_2 -> a221o_1 -> clkdlybuf4s50_1
[metrics] minimum clock period: 4.19 ns
[metrics] Synth warnings: 2
[metrics] yosys cell count: 74
[metrics] post_cts resized: 0
[metrics] Final Setup Violations: 0
[metrics] count of hold buffers inserted by post-cts repair: 0
[metrics] routed length per instance: 16.5 um
[metrics] overflow left after global routing: 0
[metrics] most numerous cell in the Yosys netlist: a221o_1
[metrics] proportion of total power due to net switching: 37.2%
[metrics] proportion of synthesized chip area in sequential cells: 0%
[metrics] final count of hold timing violations: 0
[metrics] total power: 57.5 uW
[metrics] crit end category: primary output
[metrics] startpoint kind of the worst setup timing path: input pin
[metrics] arrival time reported for the critical path endpoint: roughly 3.2 ns
[metrics] post-detailed-placement half-perimeter wirelength: between 2 and 3 mm
[metrics] count of filler cells inserted in the layout: 342
[metrics] mean area per synthesized cell: just under 8 um2
[metrics] power spent charging and discharging nets: 21.4 uW
[metrics] setup TNS after final layout: 0 ns
[metrics] Final Max Tran Viols: 0
[metrics] critical path's largest stage delay: 0.56 ns
[metrics] final worst-path cycle share: 82.3%
[metrics] overall die height: 80 um
[metrics] power share of the combinational group: about 100%
[metrics] Area Growth Syn to Fin: 114%
[metrics] dpl cell area: 1250 um2
[metrics] share of cells above drive strength 1: roughly 7.5%
[metrics] setup bufs post-CTS: 0
[metrics] vias in the first global route: 845
[metrics] number of violations of the max-capacitance limit: 0
[metrics] largest net degree at the start of global routing: 21
[metrics] kind of critical path: input pin to primary output
[metrics] DRC: 0
[metrics] count of vias placed by the detailed router: 882
[metrics] clock buffer count in the final layout: 0
[metrics] power density over the cells: roughly 46 nW/um2
[metrics] area of all sequential standard cells: 0 um2
[metrics] required time reported for the critical path endpoint: 4.08 ns
[metrics] maximum net fanout on the critical path: 12
[metrics] 1st-pass router iterations: 4
[metrics] leakage power figure: 0.000510 uW
[metrics] yosys stat chip area: 583 um2
[metrics] post-synth top area share: ~22%
[metrics] antenna violations before repair: 0
[metrics] standard-cell row count: 21
[metrics] portion of total power attributed to the clock network: 0%
[metrics] cells after synthesis: 74
[metrics] sum of routed wire length over all layers: 2.95 mm
[metrics] design area: 1250 um2
[metrics] total routing resource utilization after global routing: 8.20%
[metrics] Slew HR: 66.8%
[metrics] cell internal pwr: 36.1 uW
[metrics] Post-Syn Area: 583 um2
[metrics] wire length of the first global-routing pass: about 4.4 mm
[metrics] peak supply drop: 0.0223 mV
[metrics] count of pins on the block boundary: 64
[metrics] critical-path cell with the highest stage delay: clkdlybuf4s50_1
[metrics] class of the worst hold path: input pin to primary output
[metrics] cell type with the largest total area: a221o_1
[metrics] count of port buffers added during placement: roughly 64
[metrics] Flop Count: 0
[metrics] number of antenna cells inserted: 0
[metrics] setup repair after global routing missed its margin: no
[metrics] detailed-route vias per instance: 4.93
[metrics] timing-limited maximum frequency: roughly 240 MHz
[metrics] part of the power in registers: 0%
[metrics] area inside the core boundary: 3420 um2
[metrics] overall die area: ~6400 um2
[metrics] pre-placement core utilization: 17.1%
[metrics] most used cell along the critical path: clkdlybuf4s50_1
[metrics] violation tally from detailed-route iteration zero: 30
[metrics] count of warning messages emitted by the tools: 32
[metrics] Worst-Margin Slew: 0.496 ns
[metrics] Util after Layout: 36.5%
[metrics] Die Wd: 80 um
[metrics] Top cells by area: a221o_1 22%, a21o_1 12%, a22o_1 11%
[metrics] number of routed nets with antenna violations: 0
[metrics] Final GP Congestion: 0.866
worst max-delay path: cells and delay by family:
family | cells | cell delay (ns)
AOI/OAI and AO/OA | 2 | 0.67
buffers and inverters | 2 | 1.03
and+or+nand+nor | 2 | 0.44
power groups by stage:
stage	registers (uW)	clock network [uW]	logic, uW
4_1_cts	0	0	58.0
5_1_grt	0	0	62.1
6_report	0	0	57.5
path summary, 6_finish.rpt:
kind / start / end / slack, ns / cells after the start
worst min-delay path: inst_code[28] / Imm_out[28] / 3.02 / 3
worst max-delay path: inst_code[3] / Imm_out[24] / 0.91 / 6
placed cells by master (no fill, tap or decap):
cell,instances
nor4_2,1
nand4_4,1
a21boi_0,1
nand3_1,4
and4b_1,1
and3_2,1
nand4_1,2
o21ai_4,1
nor2_2,1
a221o_1,13
o21ai_1,1
inv_1,1
nor2_1,2
o21ai_2,1
and2_4,1
clkdlybuf4s50_1,64
buf_4,1
nand4b_1,1
nor4b_1,1
and2_1,3
mux2i_1,1
a22o_1,7
o211ai_2,1
o21ai_0,3
a32o_1,1
nor2_4,1
nand2_1,5
a21o_1,9
and3_1,1
o211ai_1,2
kinds of logic after synthesis:
group                  synth area share [%]
AND-OR/OR-AND                          59.9
multiplexers                           1.72
AND/OR/NAND/NOR                        29.6
buffers and inverters                  8.80
layout make-up:
class	count	area, um2	share of cell area, %
Inverter	1	3.75	0.301
Multi-Input combinational cell	67	538	43.1
Tap cell	46	57.6	4.61
Timing Repair Buffer	65	648	52.0
metrics by stage:
stage | hold WS [ns] | std cells | setup WS, ns
after floorplan | 2.10 | 74 | 2.18
after global placement | 3.03 | 179 | 0.957
after detailed placement | 3.03 | 179 | 0.923
after CTS | 3.03 | 179 | 0.916
after global routing | 3.05 | 179 | 0.773
final | 3.02 | 179 | 0.905
layer usage:
| layer | part of all wire (%) | GRT usage (%) | up-vias | wire length (um) |
|---|---|---|---|---|
| met1 | 38 | 9.36 | 416 | 1110 |
| met2 | 53 | 15.4 | 31 | 1550 |
| li1 | - | - | 435 | - |
| met4 | 0 | 0 | 0 | 0 |
| met5 | 0 | 0 | - | 0 |
| met3 | 9.5 | 2.39 | 0 | 281 |
No activity file was given, so power comes from the tool's default toggle rates.
